--- design/flow/config.mk ---
export PLATFORM = sky130hd
export DESIGN_NAME = top
export DESIGN_NICKNAME = top
export VERILOG_FILES = /design/flow/design.v
export SDC_FILE = /design/flow/constraint.sdc
export NUM_CORES = 4
export LEC_CHECK = 1
export CORE_UTILIZATION = 40
--- design/flow/constraint.sdc ---
current_design top

set clk_period 8.2
set clk_io_pct 0.2

create_clock -name clk0 -period $clk_period [get_ports {CLK}]

set non_clock_inputs [all_inputs -no_clocks]
set_input_delay [expr $clk_period * $clk_io_pct] -clock clk0 $non_clock_inputs
set_output_delay [expr $clk_period * $clk_io_pct] -clock clk0 [all_outputs]
--- design/flow/design.v ---
`timescale 1ns / 1ps
module booth(RST, CLK, x, multiplier, result);
input   [7:0]     x;
input             RST, CLK;
input   [7:0]     multiplier;
output  [15:0]    result;
wire     [8:0]    m;
wire     [8:0]    pp[3:0];
wire     [3:0]    sout;
wire     [3:0]    eout;
assign m[8] = multiplier[7];
assign m[7] = multiplier[6];
assign m[6] = multiplier[5];
assign m[5] = multiplier[4];
assign m[4] = multiplier[3];
assign m[3] = multiplier[2];
assign m[2] = multiplier[1];
assign m[1] = multiplier[0];
assign m[0] = 0;        
partial_product pp0(.x(x), .m(m[2:0]), .pp(pp[0]), .rst(RST), .clk(CLK), .sout(sout[0]), .eout(eout[0]));
partial_product pp1(.x(x), .m(m[4:2]), .pp(pp[1]), .rst(RST), .clk(CLK), .sout(sout[1]), .eout(eout[1]));
partial_product pp2(.x(x), .m(m[6:4]), .pp(pp[2]), .rst(RST), .clk(CLK), .sout(sout[2]), .eout(eout[2]));
partial_product pp3(.x(x), .m(m[8:6]), .pp(pp[3]), .rst(RST), .clk(CLK), .sout(sout[3]), .eout(eout[3]));
cra cra0(.in0(pp[0]), .in1(pp[1]), .in2(pp[2]), .in3(pp[3]), .s(sout), .e(eout), .out(result));
endmodule
`timescale 1ns / 1ps
module cra(in0, in1, in2, in3,  s, e, out );
input [8:0] in0, in1, in2, in3;
input [3:0] s; 
input [3:0] e;
output[15:0] out;
wire [42:0] c;
wire [29:0] w;
assign w[29] = 1;
half_adder h0(.in0(in0[0]), .in1(s[0]), .cout(c[0]), .out(out[0]));
half_adder h1(.in0(in0[1]), .in1(c[0]), .cout(c[1]), .out(out[1]));
full_adder f0(.in0(in0[2]), .in1(in1[0]), .cin(c[1]), .out(w[0]), .cout(c[2]));
half_adder h2(.in0(w[0]), .in1(s[1]), .cout(c[3]), .out(out[2]));
full_adder f1(.in0(in0[3]), .in1(in1[1]), .cin(c[2]), .out(w[1]), .cout(c[4]));
half_adder h3(.in0(w[1]), .in1(c[3]), .cout(c[5]), .out(out[3]));
full_adder f2(.in0(in0[4]), .in1(in1[2]), .cin(c[4]), .out(w[2]), .cout(c[6]));
full_adder f3(.in0(w[2]), .in1(in2[0]), .cin(c[5]), .out(w[3]), .cout(c[7]));
half_adder h4(.in0(w[3]), .in1(s[2]), .cout(c[8]), .out(out[4]));
full_adder f4(.in0(in0[5]), .in1(in1[3]), .cin(c[6]), .out(w[4]), .cout(c[9]));
full_adder f5(.in0(w[4]), .in1(in2[1]), .cin(c[7]), .out(w[5]), .cout(c[10]));
half_adder h5(.in0(w[5]), .in1(c[8]), .cout(c[11]), .out(out[5]));
full_adder f6(.in0(in0[6]), .in1(in1[4]), .cin(c[9]), .out(w[6]), .cout(c[12]));
full_adder f7(.in0(w[6]), .in1(in2[2]), .cin(c[10]), .out(w[7]), .cout(c[13]));
full_adder f8(.in0(w[7]), .in1(in3[0]), .cin(c[11]), .out(w[8]), .cout(c[14]));
half_adder h6(.in0(w[8]), .in1(s[3]), .cout(c[15]), .out(out[6]));
full_adder f9(.in0(in0[7]), .in1(in1[5]), .cin(c[12]), .out(w[9]), .cout(c[16]));
full_adder f10(.in0(w[9]), .in1(in2[3]), .cin(c[13]), .out(w[10]), .cout(c[17]));
full_adder f11(.in0(w[10]), .in1(in3[1]), .cin(c[14]), .out(w[11]), .cout(c[18]));
half_adder h7(.in0(w[11]), .in1(c[15]), .cout(c[19]), .out(out[7]));
full_adder f12(.in0(in0[8]), .in1(in1[6]), .cin(c[16]), .out(w[12]), .cout(c[20]));
full_adder f13(.in0(w[12]), .in1(in2[4]), .cin(c[17]), .out(w[13]), .cout(c[21]));
full_adder f14(.in0(w[13]), .in1(in3[2]), .cin(c[18]), .out(w[14]), .cout(c[22]));
half_adder h8(.in0(w[14]), .in1(c[19]), .cout(c[23]), .out(out[8]));
full_adder f15(.in0(in1[7]), .in1(~e[0]), .cin(c[20]), .out(w[15]), .cout(c[24]));
full_adder f16(.in0(w[15]), .in1(in2[5]), .cin(c[21]), .out(w[16]), .cout(c[25]));
full_adder f17(.in0(w[16]), .in1(in3[3]), .cin(c[22]), .out(w[17]), .cout(c[26]));
half_adder h9(.in0(w[17]), .in1(c[23]), .cout(c[27]), .out(out[9]));
full_adder f18(.in0(in1[8]), .in1(~e[0]), .cin(c[24]), .out(w[18]), .cout(c[28]));
full_adder f19(.in0(w[18]), .in1(in2[6]), .cin(c[25]), .out(w[19]), .cout(c[29]));
full_adder f20(.in0(w[19]), .in1(in3[4]), .cin(c[26]), .out(w[20]), .cout(c[30]));
half_adder h10(.in0(w[20]), .in1(c[27]), .cout(c[31]), .out(out[10]));
full_adder f21(.in0(e[0]), .in1(e[1]), .cin(c[28]), .out(w[21]), .cout(c[32]));
full_adder f22(.in0(w[21]), .in1(in2[7]), .cin(c[29]), .out(w[22]), .cout(c[33]));
full_adder f23(.in0(w[22]), .in1(in3[5]), .cin(c[30]), .out(w[23]), .cout(c[34]));
half_adder h11(.in0(w[23]), .in1(c[31]), .cout(c[35]), .out(out[11]));
full_adder f24(.in0(in2[8]), .in1(c[32]), .cin(c[33]), .out(w[25]), .cout(c[36]));
full_adder f25(.in0(w[25]), .in1(in3[6]), .cin(c[34]), .out(w[26]), .cout(c[37]));
full_adder f26(.in0(w[26]), .in1(w[29]), .cin(c[35]), .out(out[12]), .cout(c[38]));
full_adder f27(.in0(in3[7]), .in1(c[36]), .cin(c[37]), .out(w[27]), .cout(c[39]));
full_adder f28(.in0(w[27]), .in1(e[2]), .cin(c[38]), .out(out[13]), .cout(c[40]));
half_adder h12(.in0(in3[8]), .in1(c[39]), .cout(c[41]), .out(w[28]));
full_adder f29(.in0(w[28]), .in1(w[29]), .cin(c[40]), .out(out[14]), .cout(c[42]));
full_adder f30(.in0(e[3]), .in1(c[41]), .cin(c[42]), .out(out[15]), .cout());
endmodule
`timescale 1ns / 1ps
module full_adder(in0, in1, cin, out, cout);
    input in0, in1, cin;
    output out, cout;
    assign out = in0^in1^cin;
    assign cout = ((in0^in1) & cin) | (in0 & in1);
endmodule
`timescale 1ns / 1ps
module half_adder(in0, in1, cout, out);
input in0;
input in1;
output cout, out;
assign out = in0 ^ in1;
assign cout = in0 & in1;
endmodule
`timescale 1ns / 1ps
module partial_product(m, x, pp, rst, clk, sout, eout);
input [2:0] m;
input [7:0] x;
input rst, clk;
output [8:0] pp;
output sout, eout;
wire s,d,n;
assign s = m[0]^m[1];
assign d = ~((m[0]^m[1])|(~(m[1]^m[2])));
assign z = s|d;
assign n = m[2];
assign pp[0] = (x[0] & s) ^ (n);
assign pp[1] = (((x[1] & s)) | (x[0] & d)) ^ (n);
assign pp[2] = (((x[2] & s)) | (x[1] & d)) ^ (n);
assign pp[3] = (((x[3] & s)) | (x[2] & d)) ^ (n);
assign pp[4] = (((x[4] & s)) | (x[3] & d)) ^ (n);
assign pp[5] = (((x[5] & s)) | (x[4] & d)) ^ (n);
assign pp[6] = (((x[6] & s)) | (x[5] & d)) ^ (n);
assign pp[7] = (((x[7] & s)) | (x[6] & d)) ^ (n);
assign pp[8] = ((x[7]&z)^n);
assign sout = n;
assign eout = ((~(sout^x[7]))&z) | (~sout&~z);
endmodule
`timescale 1ns / 1ps
module top( RST, CLK, multiplicand, multiplier, final_result);
input RST, CLK;
input [7:0]     multiplicand, multiplier;
output[15:0]    final_result;
reg [7:0] multiplier_r, multiplicand_r;
wire [7:0] multiplier_w, multiplicand_w;
reg [15:0] final_result_r;
wire [15:0] final_result_w;
booth booth0(.RST(RST), .CLK(CLK), .x(multiplicand_w), .multiplier(multiplier_w), .result(final_result_w));
always @(posedge CLK) begin
    multiplicand_r <= multiplicand;
    multiplier_r <= multiplier;
    final_result_r <= final_result_w; 
end
assign multiplicand_w = multiplicand_r;
assign multiplier_w = multiplier_r;
assign final_result = final_result_r;
endmodule
--- design/flow/run.sh ---
#!/bin/bash
# OpenROAD 26Q1-2900-gdf79404cd8, Yosys 0.63+post, stock flow scripts
make -C /OpenROAD-flow-scripts/flow DESIGN_CONFIG=/design/flow/config.mk WORK_HOME=/design/flow/orfs finish
==> run_results.csv <==
group,metric,value,unit
floorplan,die_x,85.91,microns
power,power_density,255.6,nW/um^2
yosys,avgSynthCellArea,9.388,sq um
job,log.warning_count,26,
timing,finalCritPeriodShare,93.71,%
floorplan,initCoreUtil,41.45,%
setup_path,r2r_end,"final_result_r[15]",
worst_hold_path,hold_start,"multiplier_r[1]",
layout,most-common-layout-cells,"inv_1 (34), clkdlybuf4s50_1 (32), dfxtp_1 (31)",
worst_hold_path,holdPathStages,1,
timing,final_hold_viol_count,0,
grt,overflow,0,
routing,drc,0,
worst_hold_path,hp-class,"reg -> reg",
routing,routed_wl,5.349,mm
setup_path,critical_path.slowest_cell,"dfxtp_1",
floorplan,core,6794,sq um
routing,drt_iter0_markers,143,
floorplan,die_h,85.91,microns
power,p_total,0.8330,mW
setup_path,cp.arrival,7910,ps
timing,finalSetupTns,0,ps
timing,setup_viol,0,
cts,cts_buffers,5,
setup_path,rr_worst_depth,28,
yosys,yosysTopAreaCell,"dfxtp_1",
timing,min_period,7684,ps
cts,cts_hold_buf,0,
floorplan,io_pins,34,
cts,cts_max_path_buffers,2,
routing,dr.pass1.iters,4,
yosys,synthCells,300,
yosys,yosysWarnings,3,
setup_path,crit_top_cell,"fa_1",
worst_hold_path,hold_path_end,"final_result_r[0]",
layout,num-fill-cells,650,
run_status,status,"finished, final reports clean",
routing,antenna_cells,0,
grt,antenna_found_initial,0,
yosys,synthDistinctLibCells,38,
layout,regArea,641.9,sq um
yosys,ys_ff,32,
yosys,synth_seq_share,22.75,%
timing,tightest_slew,695.5,ps
setup_path,crit_type,"reg -> reg",
grt,grt_pass1_vias,1811,
cts,clkTransAtPathRegs,70,ps
placed_design,gp_congestion,0.8038,
cts,cts-root-buf,"clkbuf_8",
yosys,yosysChipArea,2816,sq um
grt,gr-usage-all-layers,16.07,%
grt,grt_pass1_wl,9.183,mm
timing,fmax,0.1301,GHz
floorplan,die_area,7381,sq um
cts,htree_levels,2,
setup_path,cp_max_fo,11,
timing,slew-limit-headroom,53.57,%
timing,skew,7.411,ps
setup_path,slowest_delay,540,ps
yosys,edf_count,0,
placed_design,dp_hpwl,3.827,mm
yosys,flop_cell,"dfxtp_1",
timing,rsz0062_at_grt,"no",
yosys,netlist_area,2816,sq um
setup_path,cp-start-kind,"flop",
cts,cts_tree,"done",
cts,clock_latency,280,ps
timing,final-max-slew-violation-count,0,
power,leakage,1.406,nW
yosys,ys_cells,300,
yosys,top_cells_by_area,"dfxtp_1 (23%), fa_1 (20%), ha_1 (6.7%)",
yosys,yosys.area.top_type_share,22.75,%
routing,via_per_inst,5.056,
routing,ant_nets,0,
setup_path,critPathRequiredTime,8420,ps
routing,vias,2083,
placed_design,io_buffer_count,32,
setup_path,r2r-start,"multiplier_r[0]",
layout,layout_top_cell,"inv_1",
layout,logic_area,1856,sq um
routing,wl_per_cell,12.98,microns
cts,clock-sinks,32,
floorplan,row_count,30,
yosys,synthArstFlopShare,0,%
layout,area_delta_synth_final,15.73,%
power,vdd_drop_max,0.2132,mV
job,maxCapViolCount,0,
grt,grt_start_max_net_pins,36,
setup_path,cp-end-kind,"flop",
layout,drive_gt1_share,6.646,%
setup_path,r2r_setup_slack,520,ps
synthesized netlist by cell type (all sizes together) (9+ instances only):
cell    count
inv        34
dfxtp      32
fa         28
buf        27
a21o       18
a31oi      17
ha         15
nand3b     15
a21oi      10
nor2       10
xor2       10
nand2       9
state kept, by name (all words and copies together), names as in the netlist:
| name | count |
|---|---|
| final_result_r | 16 |
| multiplicand_r | 8 |
| multiplier_r | 8 |
cells by family after synthesis:
group | after synthesis | share of synthesized area, %
AND-OR/OR-AND | 82 | 21.41
buffers and inverters | 67 | 11.37
AND/OR/NAND/NOR | 55 | 11.11
adder cells (fa/ha/maj) | 48 | 28.34
flip-flops | 32 | 22.75
XOR/XNOR | 15 | 4.664
multiplexers | 1 | 0.3554
worst max path at each step:
stage               start                 end  slack [ps]  depth (start not counted)
4_1_cts   multiplier_r[1]  final_result_r[15]         320                         28
5_1_grt   multiplier_r[1]  final_result_r[15]         160                         27
6_report  multiplier_r[0]  final_result_r[15]         520                         28
through the flow:
step | instances | utilization [%] | setup slack (ps) | hold WS, ps | instance area (sq um)
2_1_floorplan | 300 | - | 696.2 | 449.7 | 2816
3_3_place_gp | 404 | 46.10 | 370.8 | 670.8 | 3132
3_5_place_dp | 404 | 46.10 | 333.6 | 663.2 | 3132
4_1_cts | 412 | 47.96 | 316.2 | 674.9 | 3258
5_1_grt | 412 | 47.97 | 156.0 | 639.5 | 3259
6_report | 412 | 47.97 | 515.9 | 606.5 | 3259
per-layer routing:
layer / vias to the layer above / global-route usage, % / part of all wire (%)
li1: 1057 / - / -
met1: 968 / 28.13 / 53
met2: 53 / 22.29 / 41
met3: 5 / 2.441 / 4.7
met4: 0 / 1.515 / 0.90
met5: - / 0 / 0
layout make-up:
type	count	area share (%)
multi-input combinational	201	56.93
sequential	32	19.69
timing repair buffer	41	11.90
inverter	34	3.916
tap	96	3.685
clock buffer	7	2.956
clock inverter	1	0.9213
power breakdown:
part	internal, mW	switching, mW	total, mW
sequential	0.208	0.0183	0.227
combinational	0.234	0.204	0.439
clock	0.107	0.0604	0.168
repair_timing:
item	in CTS	in global routing
endpoints found under the setup margin	0	1
hold endpoints to repair	0	0
buffers inserted	0	0
resized	0	1
worst max-delay path, delay by kind of cell, from the launching register on:
kind,cells,cell delay [ps]
AND-OR/OR-AND,1,120
XOR/XNOR,2,260
adder cells (fa/ha/maj),17,5980
buffers and inverters,7,440
flip-flops,1,540
AND/OR/NAND/NOR,1,290
No activity file was given, so power comes from the tool's default toggle rates.
